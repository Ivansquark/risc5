==> design/flow/design.v <==
module adc_decoder(
    input  [9:0]    in,
    output [1023:0] out
);
assign out  = 1'b1 << in;
endmodule
==> design/flow/run.sh <==
#!/bin/bash
# OpenROAD 26Q1-2900-gdf79404cd8, Yosys 0.63+post, stock flow scripts
make -C /OpenROAD-flow-scripts/flow DESIGN_CONFIG=/design/flow/config.mk WORK_HOME=/design/flow/orfs finish
==> design/flow/config.mk <==
export PLATFORM = sky130hd
export DESIGN_NAME = adc_decoder
export DESIGN_NICKNAME = adc_decoder
export VERILOG_FILES = /design/flow/design.v
export SDC_FILE = /design/flow/constraint.sdc
export NUM_CORES = 4
export LEC_CHECK = 1
export CORE_AREA = 10 10 398 398
export DIE_AREA = 0 0 408 408
==> design/flow/constraint.sdc <==
current_design adc_decoder

set clk_period 20.9
set clk_io_pct 0.2

create_clock -name clk0 -period $clk_period

set non_clock_inputs [all_inputs -no_clocks]
set_input_delay [expr $clk_period * $clk_io_pct] -clock clk0 $non_clock_inputs
set_output_delay [expr $clk_period * $clk_io_pct] -clock clk0 [all_outputs]
==> impl.org <==
* Implementation run

** Outcome
- Status :: finished clean

** Floorplan
- Number of rows in the core area :: 142
- Share of the core filled by cells before placement :: 5.78%
- Chip footprint :: 166,000 sq um
- During I/O placement, the number of pins put on the boundary was approximately 1.0k.
- The floorplan step defined a core boundary enclosing 150,000 sq um.
- Measured along the x axis, the die boundary spans 408 microns.
- Measured along the y axis, the die boundary spans 408 microns.

** GRT
- In the global route stage, overall resource usage came out at 11.0%.
- Recorded from the global router log, the overflow total was 0.
- The initial antenna violation count was 9.
- First-pass GRT wire length :: 131 mm
- Largest net degree at the start of global routing :: ~66
- Number of global-route vias before repair :: 14.7k

** Flow run
- Max Cap Viol :: 0
- OpenROAD emitted warnings numbering 32.

** Synthesis
- Each instance of the synthesized netlist takes up on average 5.88 sq um.
- Post-Synthesis Cell Area :: ~8700 sq um
- Counting distinct cell types in the post-synthesis netlist gives 26.
- Per the post-synthesis report, the number of cells in the design is 1,473.
- Number of cells in the yosys synthesis report :: 1,473
- Share of synthesized area occupied by flip-flops and latches :: 0%
- Yosys printed 0 warnings.
- Yosys chip area :: 8660 sq um

** STA
- Final Hold Vio Count :: 0
- Setup repair after global routing missed its margin :: no
- Setup TNS after final layout :: 0 ns
- Tcrit/Tclk final :: 56.8%
- Max transition margin :: 40.6%
- The final max-slew violation count recorded for this run is 0.
- The highest clock rate this design can be run at is between 80 and 90 MHz.
- Across all setup checks in the final design, the least slack found is 9.03 ns.
- Counting I/O delays and the setup requirement, the final critical path takes 11.87 ns.
- From the final report, the count of setup violators was given as 0.
- At the pin with the least slew margin, the transition time is 0.891 ns.

** Worst setup path
- Category of the most critical setup path :: primary input to output pin
- CP arrival :: 7.69 ns
- Looking at the critical path, the highest net fanout was 60.
- Critical path data required time :: 16.72 ns
- Crit start category :: primary input
- Crit. End Element :: output pin

** Layout
- The area growth from synthesis to layout is 137%.
- According to the cell report, flip-flops and latches in the layout number 0.
- Leaving out fill and tap cells, the most frequent cell in the layout is clkdlybuf4s50_1.
- Post-Layout Cell Count :: 4,248
- In the final layout, the fill cell count is ~17k.
- By instance count after routing, the leading logic cell types are clkdlybuf4s50_1, nor3_1, nor3_2, buf_4.
- The finished layout reports a core utilization of 13.7%.
- Per the final layout report, the fraction of cells sized above drive strength 1 comes to 12.2%.
- Per the layout area report, the register area comes to 0 sq um.
- Clock buffer count :: 0

** Power
- In the power breakdown, the internal column shows approximately 0.021 mW.
- VDD sags by at most roughly 6.3 uV.
- Switching power as a fraction of the total was reported as 83.9%.
- Power spent charging and discharging nets :: 0.111 mW
- Static leakage :: roughly 4.3 nW
- Power density over the cells :: 6.43 nW/um^2

** Route
- Remaining antenna violation count :: 0
- Detailed routing inserted a total of ~15k vias.
- Per the detail_route report, routed wire per instance is 23.3 microns.
- Detailed-routing iteration count for the pre-antenna-repair pass :: 5
- Drt total wl :: 99.0 mm
- The script logs the ratio of routed vias to standard cells as 3.65.
- Number of violations reported at the end of detailed-routing iteration 0 :: 1,488
- Post-route DRC violation count :: 0

** Placement
- Hpwl dp :: 74.8 mm
- Post-placement worst setup slack :: about 9.1 ns
- Gp weighted congestion :: 0.812
- Port Buffers :: 1,034
- Placed Cells incl. Taps :: 4,246

** Worst hold path
- Checking hold timing, the worst path is listed with class primary input to output pin.
- Worst hold path stage count :: 4

** Clock tree
- Post-CTS Repair Setup Buffers :: 0
- Number of buffers inserted by hold repair at cts :: 0
- The number of gates resized after CTS was 0.
critical path, stage by stage:
cell and delay (ns):
clkdlybuf4s50_1 0.45, buf_4 0.29, nand2b_4 0.34, buf_4 0.41, buf_4 0.63, buf_4 0.65, nor3_1 0.11, clkdlybuf4s50_1 0.44
logic make-up (layout without fill, tap and decap cells):
| family | count (synthesis) | after routing | synth area share (%) |
|---|---|---|---|
| AND/OR/NAND/NOR | 1120 | 1120 | 78.9 |
| other | 0 | 2 | 0 |
| buffers and inverters | 353 | 1110 | 21.1 |
power groups by stage:
stage	Sequential (mW)	Combinational [mW]	Clock, mW
5_1_grt	0	0.139	0
4_1_cts	0	0.133	0
cells in the mapped netlist:
library cell	instances	area share, %
nand4_1	5	0.36
nand3_1	1	0.058
or3_4	1	0.13
or3b_1	2	0.20
or4bb_1	2	0.26
nand4bb_1	27	3.5
nor3_1	856	49
buf_4	12	1.0
nand4b_1	16	1.6
buf_2	113	6.5
or3_1	1	0.072
or3b_2	1	0.10
or4b_4	3	0.48
buf_1	61	2.6
nor4_1	16	1.2
or2_2	2	0.14
nand3b_1	3	0.26
nor3_2	152	18
or4b_1	15	1.7
or4_1	4	0.35
nand4b_2	5	0.87
nand4_2	1	0.14
clkbuf_1	125	5.4
nand2b_1	4	0.29
buf_6	42	5.5
nand2_1	3	0.13
metrics by stage:
| step | hold slack [ns] | total power, mW | instance area, sq um |
|---|---|---|---|
| 6_report | 9.43 | 0.132 | 20500 |
| 3_5_place_dp | 9.50 | 0.133 | 20500 |
| 2_1_floorplan | 8.61 | 0.0806 | 8660 |
| 5_1_grt | 9.54 | 0.139 | 20500 |
| 4_1_cts | 9.50 | 0.133 | 20500 |
| 3_3_place_gp | 9.50 | 0.132 | 20500 |
final cells by class:
type / count / area, sq um / share of cell area [%]
Multi-Input combinational cell: 1120 / 7090 / 34.6
Tap cell: 2016 / 2520 / 12.3
Antenna cell: 2 / 5.00 / 0.0244
Timing Repair Buffer: 1110 / 10900 / 53.1
per-layer routing:
layer	vias up	global-route usage, %	part of all wire (%)
li1	6886	-	-
met1	7528	13.8	40
met2	969	19.1	49
met3	97	3.06	9.1
met4	4	1.56	1.3
met5	-	0	0.021
final timing paths:
path	startpoint	endpoint	slack [ns]
max	in[6]	out[276]	9.03
min	in[5]	out[955]	9.43
Power and IR drop assume default switching activity.
